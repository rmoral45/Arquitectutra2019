===== flow/config.mk =====
export PLATFORM = sky130hd
export DESIGN_NAME = uart_toplevel
export DESIGN_NICKNAME = uart_toplevel
export VERILOG_FILES = /design/flow/design.v
export SDC_FILE = /design/flow/constraint.sdc
export NUM_CORES = 4
export LEC_CHECK = 1
export CORE_UTILIZATION = 30

===== flow/constraint.sdc =====
current_design uart_toplevel

set clk_period 2.9
set clk_io_pct 0.2

create_clock -name clk0 -period $clk_period [get_ports {i_clock}]

set non_clock_inputs [all_inputs -no_clocks]
set_input_delay [expr $clk_period * $clk_io_pct] -clock clk0 $non_clock_inputs
set_output_delay [expr $clk_period * $clk_io_pct] -clock clk0 [all_outputs]

===== flow/design.v =====
`timescale 1ns/100ps
module baudrate_generator
#(
    parameter                   BAUD_RATE       = 9600,
    parameter                   SYS_CLOCK       = 100000000, 
    parameter                   TICK_RATE       = SYS_CLOCK / (BAUD_RATE*16),
    parameter                   NB_TICK_COUNTER = $clog2(TICK_RATE)                  
)
(
    input wire                  i_clock,
    input wire                  i_reset,
    output wire                 o_tick
);
    reg [NB_TICK_COUNTER-1 : 0] counter;
    wire                        reset_counter = (counter == TICK_RATE-1) ? 1'b1 : 1'b0; 
    assign                      o_tick        = reset_counter;
    always @(posedge i_clock)
    begin
        if(i_reset)
            counter <= {NB_TICK_COUNTER{1'b0}};
        else if(reset_counter)
            counter <= {NB_TICK_COUNTER{1'b0}};
        else
            counter <= counter + 1;    
    end
endmodule
`timescale 1ns/100ps
module uart_rx
#(
    parameter                               NB_DATA             = 8,
    parameter                               NB_STOP             = 1,
    parameter                               BAUD_RATE           = 9600,
    parameter                               SYS_CLOCK           = 100*(10**6),
    parameter                               TICK_RATE           = SYS_CLOCK / (BAUD_RATE*16),
    parameter                               NB_TICK_COUNTER     = $clog2(TICK_RATE),
    parameter                               NB_DATA_COUNTER     = $clog2(NB_DATA)                  
)
(
    input wire                              i_clock,
    input wire                              i_reset,
    input wire                              i_tick,
    input wire                              i_rx,
    output reg                              o_data_valid,
    output wire     [NB_DATA-1 : 0]         o_data
);
    localparam                              N_STATES            = 4;
    localparam                              N_TICKS             = 16;
    localparam                              N_STOP_TICKS        = NB_STOP*N_TICKS;
    localparam                              NB_MIDDLE_START_BIT = 7;
    localparam                              NB_MIDDLE_DATA_BIT  = 16;
    localparam      [N_STATES-1 : 0]        IDLE                = 4'b0001;
    localparam      [N_STATES-1 : 0]        START               = 4'b0010;
    localparam      [N_STATES-1 : 0]        RECV                = 4'b0100;
    localparam      [N_STATES-1 : 0]        STOP                = 4'b1000;
    reg             [N_STATES-1 : 0]        state;
    reg             [N_STATES-1 : 0]        state_next;
    reg                                     reset_tick_counter;
    reg             [NB_TICK_COUNTER-1 : 0] tick_counter;
    reg                                     reset_data_counter;
    reg                                     inc_data_counter;
    reg             [NB_DATA-1 : 0]         data;
    reg             [NB_DATA-1 : 0]         data_next;
    reg             [NB_DATA_COUNTER-1 : 0] data_bit_counter;
    assign                                  o_data              = data;
    always @(posedge i_clock)
    begin
        if(i_reset)
        begin
            state               <= IDLE;
            data                <= {NB_DATA{1'b0}};
        end
        else
        begin
            state               <= state_next;
            data                <= data_next;
        end
    end
    always @ (posedge i_clock)
    begin
        if (i_reset || reset_tick_counter)
            tick_counter <= {NB_TICK_COUNTER{1'b0}};
        else if (i_tick)
            tick_counter <= tick_counter + 1;
    end
    always @ (posedge i_clock)
    begin
        if (i_reset || reset_data_counter)
            data_bit_counter <= {NB_DATA_COUNTER{1'b0}};
        else if(inc_data_counter)
            data_bit_counter <= data_bit_counter + 1;
    end
    always @(*)
    begin
        state_next                                  = state;
        data_next                                   = data;
        reset_tick_counter                          = 1'b0;
        reset_data_counter                          = 1'b0;
        inc_data_counter                            = 1'b0;
        o_data_valid                                = 1'b0;
        case (state)
            IDLE:
            begin
                if(~i_rx)
                begin
                    state_next                      = START;
                    reset_tick_counter              = 1'b1;
                end
            end
            START:
            begin
                if(tick_counter == NB_MIDDLE_START_BIT)
                begin
                    state_next                  = RECV;
                    reset_tick_counter          = 1'b1;
                    reset_data_counter          = 1'b1;
                end         
            end
            RECV:
            begin
                if(tick_counter == NB_MIDDLE_DATA_BIT)
                begin
                    data_next                   = {i_rx, data[NB_DATA-1 : 1]};
                    reset_tick_counter          = 1'b1;
                    inc_data_counter            = 1'b1;
                    if(data_bit_counter == NB_DATA-1)
                    begin
                        state_next              = STOP;
                        reset_data_counter      = 1'b1;
                    end
                end
            end
            STOP:
            begin
                if(tick_counter == N_STOP_TICKS-1)
                begin
                    state_next                  = IDLE;
                    o_data_valid                = 1'b1;
                end
            end
            default:
            begin
                state_next                          = IDLE;
                data_next                           = {NB_DATA{1'b0}};
            end
        endcase
    end
    endmodule
`timescale 1ns/100ps
module uart_toplevel
#(
    parameter                               NB_DATA             = 8,
    parameter                               NB_STOP             = 1,
    parameter                               BAUD_RATE           = 9600,
    parameter                               SYS_CLOCK           = 100*(10**6),
    parameter                               TICK_RATE           = SYS_CLOCK / (BAUD_RATE*16),
    parameter                               NB_TICK_COUNTER     = $clog2(TICK_RATE),
    parameter                               NB_DATA_COUNTER     = $clog2(NB_DATA) 
)
(
    input wire                              i_clock,
    input wire                              i_reset,
    input wire                              i_rx,
    input wire      [NB_DATA-1 : 0]         i_tx_data,
    input wire                              i_tx_start,
    output wire                             o_rx_data_valid,
    output wire     [NB_DATA-1 : 0]         o_rx_data,
    output wire                             o_tx_data
);
    wire                                    baudrate_tick;
baudrate_generator
#(
    .BAUD_RATE              (BAUD_RATE),
    .SYS_CLOCK              (SYS_CLOCK),
    .TICK_RATE              (TICK_RATE),
    .NB_TICK_COUNTER        (NB_TICK_COUNTER)
)
u_baudrate_generator
(
    .i_clock                (i_clock),
    .i_reset                (i_reset),
    .o_tick                 (baudrate_tick)
);
uart_rx
#(
    .NB_DATA                (NB_DATA),
    .NB_STOP                (NB_STOP),
    .BAUD_RATE              (BAUD_RATE),
    .SYS_CLOCK              (SYS_CLOCK),
    .TICK_RATE              (TICK_RATE),
    .NB_TICK_COUNTER        (NB_TICK_COUNTER),
    .NB_DATA_COUNTER        (NB_DATA_COUNTER)
)
u_uart_rx
(
    .i_clock                (i_clock),
    .i_reset                (i_reset),
    .i_tick                 (baudrate_tick),
    .i_rx                   (i_rx),
    .o_data_valid           (o_rx_data_valid),
    .o_data                 (o_rx_data)
);
uart_tx
#(
    .NB_DATA                (NB_DATA),
    .NB_STOP                (NB_STOP),
    .BAUD_RATE              (BAUD_RATE),
    .SYS_CLOCK              (SYS_CLOCK),
    .TICK_RATE              (TICK_RATE),
    .NB_TICK_COUNTER        (NB_TICK_COUNTER),
    .NB_DATA_COUNTER        (NB_DATA_COUNTER)    
)
u_uart_tx
(
    .i_clock                (i_clock),
    .i_reset                (i_reset),
    .i_tick                 (baudrate_tick),
    .i_data                 (i_tx_data),
    .i_start                (i_tx_start),
    .o_data                 (o_tx_data)
);
endmodule
`timescale 1ns/100ps
module uart_tx
#(
    parameter                               NB_DATA             = 8,
    parameter                               NB_STOP             = 1,
    parameter                               BAUD_RATE           = 9600,
    parameter                               SYS_CLOCK           = 100000000,
    parameter                               TICK_RATE           = SYS_CLOCK / (BAUD_RATE*16),
    parameter                               NB_TICK_COUNTER     = $clog2(TICK_RATE),
    parameter                               NB_DATA_COUNTER     = $clog2(NB_DATA)  
)
(
    input wire                              i_clock,
    input wire                              i_reset,
    input wire                              i_tick,
    input wire      [NB_DATA-1 : 0]         i_data,
    input wire                              i_start,
    output wire                             o_data
);
    localparam                              N_STATES            = 4;
    localparam                              N_TICKS             = 16;
    localparam                              N_STOP_TICKS        = NB_STOP*N_TICKS;
    localparam                              NB_MIDDLE_START_BIT = 7;
    localparam                              NB_MIDDLE_DATA_BIT  = 15;
    localparam      [N_STATES-1 : 0]        IDLE                = 4'b0001;
    localparam      [N_STATES-1 : 0]        START               = 4'b0010;
    localparam      [N_STATES-1 : 0]        SEND                = 4'b0100;
    localparam      [N_STATES-1 : 0]        STOP                = 4'b1000;
    reg             [N_STATES-1 : 0]        state;
    reg             [N_STATES-1 : 0]        state_next;
    reg             [NB_TICK_COUNTER-1 : 0] tick_counter;
    reg                                     reset_tick_counter;
    reg             [NB_DATA-1 : 0]         data;
    reg             [NB_DATA-1 : 0]         data_next;
    reg             [NB_DATA_COUNTER-1 : 0] data_bit_counter;
    reg                                     reset_data_counter;
    reg                                     inc_data_counter;
    reg                                     tx;
    reg                                     tx_next;
    assign                                  o_data  = tx;
    always @(posedge i_clock)
    begin
        if(i_reset)
        begin
            state                   <=  IDLE;
            data                    <=  {NB_DATA{1'b1}};
            tx                      <=  1'b1;
        end
        else
        begin
            state                   <=  state_next;
            data                    <=  data_next;
            tx                      <=  tx_next;
        end
    end
    always @ (posedge i_clock)
    begin
        if(i_reset || reset_tick_counter)
            tick_counter            <=  {NB_TICK_COUNTER{1'b0}};
        else if(i_tick)
            tick_counter            <=  tick_counter + 1;
    end
    always @ (posedge i_clock)
    begin
        if(i_reset || reset_data_counter)
            data_bit_counter        <= {NB_DATA_COUNTER{1'b0}};
        else if(inc_data_counter)
            data_bit_counter        <= data_bit_counter + 1;      
    end
    always @(*)
    begin
            state_next                              = state;
            reset_tick_counter                      = 1'b0;
            data_next                               = data;
            reset_data_counter                      = 1'b0;
            inc_data_counter                        = 1'b0;  
            tx_next                                 = tx;
        case (state)
            IDLE:
            begin
                tx_next                             = 1'b1;             
                if(i_start)
                begin
                    state_next                      = START;
                    reset_tick_counter              = 1'b1;
                    data_next                       = i_data;
                end
            end
            START:
            begin 
                tx_next                             = 1'b0;                 
                if(tick_counter == N_TICKS-1)
                begin
                    reset_data_counter              = 1'b1;
                    state_next                      = SEND;
                    reset_tick_counter              = 1'b1;
                end
            end
            SEND:
            begin
                tx_next                             = data[0];
                if(tick_counter ==  N_TICKS-1)
                begin
                    data_next                       = data >> 1;
                    reset_tick_counter              = 1'b1;
                    if(data_bit_counter == NB_DATA-1)
                    begin
                        state_next                  = STOP;
                        reset_data_counter          = 1'b0;
                    end
                    else
                        inc_data_counter            = 1'b1;
                end
            end
            STOP:
            begin
                data_next                           = 1'b1;
                if(tick_counter == N_STOP_TICKS-1)
                begin
                    state_next                      = IDLE;
                end
            end
            default:
            begin
                state_next                          = IDLE;
                reset_data_counter                  = 1'b1;   
            end
        endcase
    end
endmodule

===== flow/run.sh =====
#!/bin/bash
# OpenROAD 26Q1-2900-gdf79404cd8, Yosys 0.63+post, stock flow scripts
make -C /OpenROAD-flow-scripts/flow DESIGN_CONFIG=/design/flow/config.mk WORK_HOME=/design/flow/orfs finish

==> impl_metrics.toml <==
# physical design summary
[run_status]
outcome = "finished clean"

[sta]
final.setup.tns_ns = 0
hold_ws_ns = 0.4592
slew_headroom_pct = 52.04
rsz0062_at_grt = "no"
fin_ws_ns = 0.3091
hold_violations = 0
slew_viol_final = 0
fin_crit_sh_pct = 89.34
tightest_slew_ns = 0.7147
layout_min_cycle_time_ns = 2.591
clock-skew-final_ns = 0.003802
fmax_ghz = 0.3860
setup_viol = 0

[detailed_routing]
antenna_left = 0
routed_via_density = 4.996
vias = 2243
antennaDiodeCount = 0
drtPass1Iterations = 20
wl_um = 5164
wl_per_cell_um = 11.50
drt-initial-drc-count = 60
drc = 0

[synth]
yosys-stat-area_um2 = 2819
syn_avg_cell_area_um2 = 9.152
top_area_share_pct = 43.32
ys_async_sr_fraction_pct = 0
area_leaders = "dfxtp_1 (43%), nor2_1 (5.1%), mux2i_1 (4.3%)"
yosysWarningCount = 3
netlist_area_um2 = 2819
syn-instance-count = 308
synth.distinct_cells = 46
ys.flops = 61
synth-cells-yosys = 308
ys_seq_share_pct = 43.32
top_area_cell = "dfxtp_1"
ys.flop_type = "dfxtp_1"
edf_count = 0

[clock_tree]
clkTransAtPathRegs_ns = 0.07
clockBufferDepth = 2
cts_tree = "yes"
cts-buffers-inserted = 9
clock.latency.late_pin_ns = 0.33
post_cts_buffers = 0
numClockSinks = 61
cts-root-buf = "clkbuf_8"
cts_max_level = 3

[worst_setup_path]
cp_num_buf_inv = 1
cp_cell_sequence = "ha_1 > nor2b_1 > nand3_1 > nor3_2 > clkdlybuf4s50_1"
critical_path_required_ns = 2.32
endpoint_kind = "output pin"
cp.arrival_ns = 2.01
reg2reg_to = "u_uart_rx.tick_counter[7]$_SDFFE_PP0P_"
startpoint_type = "register"
r2r_cells = 7
cp_max_fo = 7
worst_path_max_delay_cell = "clkdlybuf4s50_1"
cp_top_family = "simple AND/OR/NAND/NOR gates"
r2r-start = "u_baudrate_generator.counter[0]$_SDFF_PP0_"
cpPeakStageDelay_ns = 0.48
r2r_setup_slack_ns = 0.74
crit_type = "reg2out"

[die]
fp.dieH_um = 98.94
core.rowCount = 35
ios = 22
floorplan.core_util_pct = 30.80
die_area_um2 = 9788
die_x_um = 98.94
core_area_um2 = 9153

[grt]
grt_antenna_before_repair = 0
first_global_vias = 2103
grt_usage_pct = 11.68
grt_max_degree = 28
overflow = 0
grt_pass1_wl_um = 9356

[job]
drv_cap = 0
warnings = 27

[pwr]
switching_power_uw = 373.1
powerDensity_nw_per_um2 = 486.6
swShare_pct = 22.96
clkPwrFrac_pct = 41.2
irDropWorstVdd_mv = 0.2539
p_leak_nw = 1.174
seq_power_share_pct = 53.6
comb_power_share_pct = 5.2
p_int_mw = 1.252

[hold_path]
worstHoldPathCells = 2
hold_start = "u_uart_rx.data_bit_counter[2]$_SDFFE_PP0P_"
hp-class = "reg2reg"
holdPathEnd = "u_uart_rx.data_bit_counter[2]$_SDFFE_PP0P_"

[finish]
final_cell_mix = "dfxtp_1 (61), nor2_1 (38), a21oi_1 (22)"
syn_to_final_growth_pct = 18.46
lay_top_count = "dfxtp_1"
drive_gt1_share_pct = 9.467
fillers = 913

[placed_design]
dp_slack_ns = 0.6004
dp.final_hpwl_um = 3609
place_congestion = 0.8145
io_buffers = 21
-- worst register-to-register path: stages (launching register included) --
cell and delay (ns):
dfxtp_1 0.34, inv_1 0.07, ha_1 0.13, and4b_1 0.37, nand3_1 0.28, buf_4 0.26
or4_1 0.47, a21oi_1 0.15
-- state kept, by name, summed over array words and instances (netlist names) --
| name | count |
|---|---|
| u_uart_tx.tx | 1 |
| u_baudrate_generator.counter | 10 |
| u_uart_rx.data_bit_counter | 3 |
| u_uart_rx.state | 4 |
| u_uart_tx.tick_counter | 10 |
| u_uart_tx.data_bit_counter | 3 |
| u_uart_rx.data | 8 |
| u_uart_rx.tick_counter | 10 |
| u_uart_tx.data | 8 |
| u_uart_tx.state | 4 |
-- how the worst max path moves through the flow --
stage | from | to | slack, ns | cells past startpoint
4_1_cts | u_uart_rx.tick_counter[1]$_SDFFE_PP0P_ | o_rx_data_valid | 0.22 | 5
5_1_grt | u_uart_rx.tick_counter[1]$_SDFFE_PP0P_ | o_rx_data_valid | 0.03 | 5
6_report | u_uart_rx.tick_counter[1]$_SDFFE_PP0P_ | o_rx_data_valid | 0.31 | 5
-- cell families after synthesis --
group / count (synthesis) / synth area share, %
AOI/OAI and AO/OA: 61 / 15.40
xor gates and xnor gates: 16 / 4.971
adders and majority gates: 9 / 3.995
buffers and inverters: 23 / 3.196
DFF: 61 / 43.32
muxes: 12 / 4.261
and+or+nand+nor: 126 / 24.86
-- power by group through the flow --
| stage | Clock, mW | Sequential, mW | Combinational (mW) |
|---|---|---|---|
| finish | 0.670 | 0.871 | 0.0844 |
| CTS | 0.697 | 0.870 | 0.0855 |
| global route | 0.739 | 0.873 | 0.0939 |
-- per-stage QoR --
step / area [um^2] / cells / utilization [%] / power, mW
after detailed placement: 3157 / 433 / 34.49 / 0.9745
after global routing: 3339 / 449 / 36.49 / 1.706
final: 3339 / 449 / 36.49 / 1.625
after CTS: 3334 / 449 / 36.43 / 1.653
after floorplan: 2819 / 308 / - / 0.9422
after global placement: 3157 / 433 / 34.49 / 0.9733
-- timing repair --
| item | 4_1_cts | 5_1_grt |
|---|---|---|
| endpoints found under the setup margin | 0 | 1 |
| gates resized | 0 | 1 |
| hold buffers | 0 | 0 |
-- Yosys cell counts (3+ instances only) --
library cell	instances
dfxtp_1	61
nor2_1	38
a21oi_1	22
nand2_1	18
mux2i_1	12
nand3_1	12
inv_1	11
nand4_1	11
o21ai_0	10
clkbuf_1	9
ha_1	9
nand2b_1	9
xnor2_1	8
xor2_1	8
or4_1	7
a221oi_1	6
o22ai_1	6
o31ai_1	6
or3_1	6
and3_1	5
nor3_1	4
nor2b_1	3
-- per-layer routing --
layer  vias up  track usage, %  routed length, um  share of wire (%)
met5         -               0                  0                  0
met4         0           1.263                 69                1.3
met3         6           2.958                180                3.5
met2        30           19.15               2265                 44
met1      1031           16.37               2650                 51
li1       1176               -                  -                  -
-- final cells by class --
cell class              instances  area [um^2]  area share, %
clock buffers                  12        155.1          4.646
inverters                      11        41.29          1.236
clock inverters                 4        22.52         0.6744
well taps                     111        138.9          4.159
flip-flops and latches         61         1221          36.57
multi-input cells             224         1513          45.30
repair buffers                 26        247.7          7.419
Power is estimated from default activity; no workload was simulated.
