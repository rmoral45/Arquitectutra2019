[design/flow/design.v]
`timescale 1ns/100ps
module data_memory
#(
    parameter                           NB_ADDR     = 32,
    parameter                           NB_DATA     = 32,
    parameter                           RAM_DEPTH   = 32
)
(
    output wire [NB_DATA-1 : 0]         o_data,
    input wire                          i_write_enable,
    input wire                          i_read_enable,
    input wire  [NB_ADDR-1 : 0]         i_write_address,
    input wire  [NB_ADDR-1 : 0]         i_read_address,
    input wire  [NB_DATA-1 : 0]         i_data,
    input wire                          i_clock
);
    reg         [NB_DATA-1 : 0]         data_memory [RAM_DEPTH-1 : 0];
    always @(posedge i_clock)
    begin        
        if(i_write_enable)
            data_memory[i_write_address]            <= i_data;
    end   
    assign                              o_data      = (i_read_enable) ? data_memory[i_read_address] : {NB_DATA{1'b0}};
endmodule
`timescale 1ns/100ps
module memory_access_unit
#(
    parameter                                   NB_ADDR                 = 5,
    parameter                                   NB_MEM_DATA_ADDR        = 32, 
    parameter                                   NB_DATA                 = 2**NB_ADDR,
    parameter                                   NB_LOAD_STORE_SEL       = 2
)
(
    output wire [NB_DATA-1              : 0]    o_data_readed_ltchd,
    output wire [NB_DATA-1              : 0]    o_alu_result_ltchd,
    output wire                                 o_rf_wr_enb_ltchd,
    output wire                                 o_rf_wr_data_src_ltchd,
    output wire [NB_ADDR-1              : 0]    o_rf_wr_addr_ltchd,
    output wire                                 o_pc_source,
    output wire [NB_DATA-1              : 0]    o_branch_addr_ltchd,
    input wire                                  i_enable,
    input wire  [NB_MEM_DATA_ADDR-1     : 0]    i_addr,
    input wire  [NB_DATA-1              : 0]    i_rf_data,
    input wire                                  i_wr_enable,
    input wire                                  i_rd_enable,
    input wire                                  i_is_branch_instruction,
    input wire                                  i_is_jump_instruction,
    input wire  [NB_DATA-1              : 0]    i_jump_addr,
    input wire                                  i_alu_zero,
    input wire  [NB_DATA-1              : 0]    i_calculated_branch_addr,
    input wire  [NB_LOAD_STORE_SEL-1    : 0]    i_load_store_selector,
    input wire                                  i_rf_wr_enb,
    input wire                                  i_rf_wr_data_src,
    input wire  [NB_ADDR-1              : 0]    i_rf_wr_addr,
    input wire                                  i_clock
);
    localparam                                  NB_BYTE                 = 8;
    wire                                        pc_branch_eq;
    wire                                        pc_branch_neq;
    assign                                      pc_branch_eq            = i_is_branch_instruction & i_alu_zero;                                                                                
    assign                                      pc_branch_neq           = i_is_branch_instruction & !i_alu_zero;  
    wire                                        pc_source               = (pc_branch_eq || pc_branch_neq || i_is_jump_instruction);
    reg                                         pc_source_ltchd;
    reg         [NB_DATA-1              : 0]    branch_addr_ltchd;
    wire        [NB_DATA-1              : 0]    effective_pc_addr;
    wire        [NB_DATA-1              : 0]    memory_data;
    wire        [NB_DATA-1              : 0]    memory_data_modified;
    reg         [NB_DATA-1              : 0]    memory_data_ltchd;
    reg         [NB_DATA-1              : 0]    alu_result_ltchd;
    reg                                         rf_wr_enb_ltchd;
    reg                                         rf_wr_data_src_ltchd;
    reg         [NB_ADDR-1              : 0]    rf_wr_addr_ltchd;
    assign                                      memory_data_modified    = (i_wr_enable && (i_load_store_selector == 2'b01))?   {{NB_DATA-NB_BYTE{1'b0}}  , memory_data[NB_BYTE-1 -: NB_BYTE]}    :
                                                                          (i_wr_enable && (i_load_store_selector == 2'b10))?   {{NB_DATA-2*NB_BYTE{1'b0}}, memory_data[2*NB_BYTE-1 -: 2*NB_BYTE]}:
                                                                                                                                    memory_data;    
    wire        [NB_DATA-1              : 0]    rf_rt_modified;                  
    assign                                      rf_rt_modified          =   (i_load_store_selector == 2'b00)?   i_rf_data                                                :
                                                                            (i_load_store_selector == 2'b01)?   {{NB_DATA-NB_BYTE{1'b0}},     i_rf_data[NB_BYTE-1 : 0]}  :
                                                                                                                {{NB_DATA-2*NB_BYTE{1'b0}},   i_rf_data[2*NB_BYTE-1 :0]} ;
    assign                                      effective_pc_addr       =   (i_is_jump_instruction)         ?   i_jump_addr : i_calculated_branch_addr; 
    always @ (posedge i_clock)
    begin
        if(i_enable)
        begin
            pc_source_ltchd                 <=  pc_source;
            branch_addr_ltchd               <=  effective_pc_addr;
        end
        else
        begin
            pc_source_ltchd                 <=  pc_source_ltchd;
            branch_addr_ltchd               <=  branch_addr_ltchd;            
        end
    end                                                             
    always @ (posedge i_clock)
    begin 
        if(i_enable)
        begin
            memory_data_ltchd               <=  memory_data_modified;
            alu_result_ltchd                <=  i_addr;
            rf_wr_enb_ltchd                 <=  i_rf_wr_enb;
            rf_wr_data_src_ltchd            <=  i_rf_wr_data_src;
            rf_wr_addr_ltchd                <=  i_rf_wr_addr;
        end
        else
        begin
            memory_data_ltchd               <=  memory_data_ltchd;
            alu_result_ltchd                <=  alu_result_ltchd;
            rf_wr_enb_ltchd                 <=  rf_wr_enb_ltchd;
            rf_wr_data_src_ltchd            <=  rf_wr_data_src_ltchd;
            rf_wr_addr_ltchd                <=  rf_wr_addr_ltchd;
        end
    end
    data_memory
    u_data_memory
    (
        .o_data                                 (memory_data),
        .i_write_enable                         (i_wr_enable),
        .i_read_enable                          (i_rd_enable),
        .i_write_address                        (i_addr),
        .i_read_address                         (i_addr),
        .i_data                                 (rf_rt_modified),
        .i_clock                                (i_clock)
    );
    assign                                      o_data_readed_ltchd     = memory_data_ltchd;
    assign                                      o_alu_result_ltchd      = alu_result_ltchd;
    assign                                      o_rf_wr_enb_ltchd       = rf_wr_enb_ltchd;
    assign                                      o_rf_wr_data_src_ltchd  = rf_wr_data_src_ltchd;
    assign                                      o_rf_wr_addr_ltchd      = rf_wr_addr_ltchd;
    assign                                      o_pc_source             = pc_source;
    assign                                      o_branch_addr_ltchd     = (i_is_jump_instruction && i_enable)         ?   i_jump_addr : i_calculated_branch_addr;
endmodule
[design/flow/run.sh]
#!/bin/bash
# OpenROAD 26Q1-2900-gdf79404cd8, Yosys 0.63+post, stock flow scripts
make -C /OpenROAD-flow-scripts/flow DESIGN_CONFIG=/design/flow/config.mk WORK_HOME=/design/flow/orfs finish
[design/flow/config.mk]
export PLATFORM = sky130hd
export DESIGN_NAME = memory_access_unit
export DESIGN_NICKNAME = memory_access_unit
export VERILOG_FILES = /design/flow/design.v
export SDC_FILE = /design/flow/constraint.sdc
export NUM_CORES = 4
export LEC_CHECK = 1
export CORE_UTILIZATION = 40
[design/flow/constraint.sdc]
current_design memory_access_unit

set clk_period 3.9
set clk_io_pct 0.2

create_clock -name clk0 -period $clk_period [get_ports {i_clock}]

set non_clock_inputs [all_inputs -no_clocks]
set_input_delay [expr $clk_period * $clk_io_pct] -clock clk0 $non_clock_inputs
set_output_delay [expr $clk_period * $clk_io_pct] -clock clk0 [all_outputs]
==> impl_metrics.env <==
# yosys + openroad results
export IMPL_drt_total_wl_um=105000
export IMPL_yosysTopAreaCell="edfxtp_1"
export IMPL_post_cts_resized=0
export IMPL_die_x_um=325
export IMPL_grt_pass1_wl_um=152000
export IMPL_hpwl_um=61100
export IMPL_p_total_w=0.0245
export IMPL_grt_pass1_vias=23400
export IMPL_cp_end_kind="output port"
export IMPL_cap_violations=0
export IMPL_crit_start="i_is_jump_instruction"
export IMPL_synth_flop_count=1095
export IMPL_p_leak_nw=16.7
export IMPL_relSlewSlack_pct=36.1
export IMPL_initCoreUtil_pct=40.4
export IMPL_rsz0062_at_grt="false"
export IMPL_fill_cells=8101
export IMPL_coreArea_sq_um=103000
export IMPL_synth_cell_types=32
export IMPL_critPathLaunchType="primary input"
export IMPL_worstPathRequired_ns=3.12
export IMPL_ys_chip_area_sq_um=41800
export IMPL_drt_iter0_drc=1285
export IMPL_finalCritPeriodShare_pct=83.9
export IMPL_cts_sinks=1095
export IMPL_wl_per_cell_um=25.8
export IMPL_clk_path_buf_depth=3
export IMPL_cts_hold_buffers=0
export IMPL_syn_area_per_cell_sq_um=18.8
export IMPL_cp_common_cell="clkdlybuf4s50_1"
export IMPL_dieArea_sq_um=106000
export IMPL_antenna_found_initial=1
export IMPL_seq_area_sq_um=32900
export IMPL_cts_buffers=106
export IMPL_num_rows=118
export IMPL_fin_tns_setup_ns=0
export IMPL_yosysWarnings=2
export IMPL_warnings=27
export IMPL_min_path_cells=1
export IMPL_r2r_start="u_data_memory.data_memory[10][18]"
export IMPL_top_cell="edfxtp_1"
export IMPL_grtUsageTotal_pct=21.7
export IMPL_regToRegSetupSlack_ns=2.18
export IMPL_flop_cell="edfxtp_1"
export IMPL_path_cells="clkdlybuf4s50_1 -> nand2_1 -> buf_4 -> mux2_2 -> clkdlybuf4s50_1"
export IMPL_area_growth_pct=21.7
export IMPL_edf_count=1095
export IMPL_ys_top_cells_by_count="edfxtp_1 (1095), mux2i_1 (512), o22ai_1 (256), buf_2 (78), nor4_1 (56)"
export IMPL_ys_cells=2223
export IMPL_whs_endpoint="alu_result_ltchd[1]"
export IMPL_cts_root_buffer="clkbuf_16"
export IMPL_drcViolationCount=0
export IMPL_status="finished, final reports clean"
export IMPL_clkTransAtPathRegs_ns=0.06
export IMPL_cts_tree="yes"
export IMPL_worstSetupPathType="in -> out"
export IMPL_die_h_um=325
export IMPL_crit_slowest_cell="clkdlybuf4s50_1"
export IMPL_tightest_slew_ns=0.958
export IMPL_hold_viol_final=0
export IMPL_fin_skew_ns=0.0348
export IMPL_post_route_min_period_ns=3.27
export IMPL_syn_instance_count=2223
export IMPL_crit_arrival_ns=2.49
export IMPL_yosys_stat_seqShare_pct=78.7
export IMPL_vias=22200
export IMPL_globalplace_congestion=0.904
export IMPL_synth_top_area_share_pct=78.7
export IMPL_drive_above_1_share_pct=15.1
export IMPL_first_pass_iters=5
export IMPL_grt_max_degree=81
export IMPL_maxSlewViolCount=0
export IMPL_netlist_area_sq_um=41800
export IMPL_crit_buf_inv=3
export IMPL_final_antenna_net_count=0
export IMPL_power_density_nw_per_um2=483
export IMPL_vdd_ir_drop_max_mv=0.339
export IMPL_reg2regPathDepth=5
export IMPL_grt_overflow=0
export IMPL_area_leaders="edfxtp_1 (79%), mux2i_1 (12%), o22ai_1 (3.8%), buf_2 (0.93%), mux2_2 (0.86%)"
export IMPL_min_from="i_addr[1]"
export IMPL_hold_class="in -> reg"
export IMPL_r2r_end="memory_data_ltchd[18]"
export IMPL_synth_async_sr_flop_share_pct=0
export IMPL_io_pins=248
export IMPL_portBuffers=246
export IMPL_crit_family="buffers and inverters"
export IMPL_critPathMaxFanout=32
export IMPL_final_comb_area_sq_um=8540
export IMPL_critPathMaxStageDelay_ns=0.46
export IMPL_setup_viol=0
export IMPL_h_tree_depth=3
export IMPL_viasPerCell=5.43
export IMPL_clock_latency_ns=0.69
export IMPL_fmax_mhz=306
export IMPL_postCtsSetupBuffers=0
export IMPL_hold_worst_slack_ns=0.561
[routing by layer]
layer	global-route usage, %	wire [um]	vias up
li1	-	-	9863
met3	16.4	18300	164
met2	32.4	49800	1520
met1	25.5	34500	10700
met4	4.70	2820	2
met5	1.18	95	-
[layout by cell type, fill, tap and decap left out, drive strengths merged, types with 5 or more instances in the layout]
master,count
and2,24
clkdlybuf4s50,244
a21oi,16
mux2i,512
nor2,46
mux2,32
bufinv,10
edfxtp,1095
clkinvlp,5
clkbuf,124
o22ai,256
a21boi,8
buf,172
clkinv,59
a31oi,8
nand4bb,6
nor4,56
[worst reg2reg max path, delay by kind of cell (launching register included)]
kind,cells,cell delay (ns)
and+or+nand+nor,1,0.51
DFF,1,0.36
AOI/OAI and AO/OA,2,0.21
buffers and inverters,1,0.20
muxes,1,0.18
[worst max-delay path by stage]
stage | endpoint | cells after the start
CTS | o_branch_addr_ltchd[0] | 5
global route | o_branch_addr_ltchd[0] | 5
finish | o_branch_addr_ltchd[0] | 5
[registers in the layout (all words and copies together) (netlist names)]
| register | count |
|---|---|
| u_data_memory.data_memory | 1024 |
| alu_result_ltchd | 32 |
| memory_data_ltchd | 32 |
| rf_wr_addr_ltchd | 5 |
| rf_wr_data_src_ltchd | 1 |
| rf_wr_enb_ltchd | 1 |
[cells by family after synthesis]
| group | synth area share (%) |
|---|---|
| AND-OR/OR-AND | 4.31 |
| multiplexers | 13.1 |
| buffers and inverters | 1.59 |
| AND/OR/NAND/NOR | 2.27 |
| flip-flops | 78.7 |
| XOR/XNOR | 0.0210 |
[per-stage QoR]
| stage | cells | area (sq um) | utilization (%) | worst slack [ns] |
|---|---|---|---|---|
| 5_1_grt | 4089 | 50800 | 49.1 | 0.566 |
| 6_report | 4089 | 50800 | 49.1 | 0.628 |
| 3_5_place_dp | 3888 | 47400 | 45.8 | 0.261 |
| 4_1_cts | 4088 | 50800 | 49.1 | 0.621 |
| 2_1_floorplan | 2223 | 41800 | - | 0.311 |
| 3_3_place_gp | 3888 | 47400 | 45.8 | 0.297 |
[final cells by class]
cell class	count	share of cell area, %
inverter	1	0.00738
sequential	1095	64.7
clock buffer	124	5.35
tap	1380	3.40
antenna	1	0.00492
clock inverter	76	1.40
multi-input combinational	996	16.8
timing repair buffer	416	8.39
[power by group]
part / leakage (nW) / total (W) / switching (W) / internal [W]
Sequential: 8.97 / 0.0132 / 0.0000561 / 0.0131
Clock: 1.68 / 0.00996 / 0.00429 / 0.00568
Combinational: 6.06 / 0.00137 / 0.000727 / 0.000646
Total: 16.7 / 0.0245 / 0.00507 / 0.0195
Power figures rest on the tool's default switching activity, not on a simulated workload.
