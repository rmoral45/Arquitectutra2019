<file path="./config.mk">
export PLATFORM = sky130hd
export DESIGN_NAME = ram
export DESIGN_NICKNAME = ram
export VERILOG_FILES = /design/flow/design.v
export SDC_FILE = /design/flow/constraint.sdc
export NUM_CORES = 4
export LEC_CHECK = 1
export CORE_UTILIZATION = 50
export SYNTH_MEMORY_MAX_BITS = 65536
</file>
<file path="./constraint.sdc">
current_design ram

set clk_period 106.8
set clk_io_pct 0.2

create_clock -name clk0 -period $clk_period [get_ports {i_clock}]

set non_clock_inputs [all_inputs -no_clocks]
set_input_delay [expr $clk_period * $clk_io_pct] -clock clk0 $non_clock_inputs
set_output_delay [expr $clk_period * $clk_io_pct] -clock clk0 [all_outputs]
</file>
<file path="./design.v">
`timescale 1ns/100ps
module ram
#(
    parameter                           NB_INSTRUCTION  = 16,
    parameter                           NB_ADDR         = 10,
    parameter                           RAM_DEPTH       = 2**NB_ADDR
)
(
    input wire                          i_clock,
    input wire                          i_write_enable,
    input wire  [NB_ADDR-1 : 0]         i_write_address,
    input wire  [NB_ADDR-1 : 0]         i_read_address,
    input wire  [NB_INSTRUCTION-1 : 0]  i_data,
    output wire [NB_INSTRUCTION-1 : 0]  o_data
);
    reg         [NB_INSTRUCTION-1 : 0]  ram [RAM_DEPTH-1 : 0];
    assign                              o_data = ram[i_read_address];
    always @(posedge i_clock)
    begin
        if(i_write_enable)
            ram[i_write_address] <= i_data;
    end   
 endmodule
</file>
<file path="./run.sh">
#!/bin/bash
# OpenROAD 26Q1-2900-gdf79404cd8, Yosys 0.63+post, stock flow scripts
make -C /OpenROAD-flow-scripts/flow DESIGN_CONFIG=/design/flow/config.mk WORK_HOME=/design/flow/orfs finish
</file>
==> flow_metrics.tcl <==
# flow metrics
set metrics [dict create \
    drv_cap 0 \
    drtIter0Drc 22670 \
    regMostFlops "ram" \
    vdd_drop_max_uv 15.66 \
    critPathLaunchType "primary input" \
    synth-seq-cells 16380 \
    mux_area_share_pct 16.29 \
    status "complete, no violations" \
    power_per_cell_area_nw_per_um2 18.86 \
    avgViaCountPerCell 6.352 \
    worst-setup-path-type "in2out" \
    timing.hold.ws_ns 20.49 \
    avgSynthCellArea_sq_um 22.23 \
    topCombFamilyByArea "multiplexers" \
    endpoint_kind "output pin" \
    yosys_area_sq_um 632000 \
    drive_gt1_share_pct 29.63 \
    critPathMostFrequentCell "buf_4" \
    crit_slowest_cell "o211ai_1" \
    lay_top_count "edfxtp_1" \
    pwr-share-clk_pct 42.4 \
    min_period_over_period_pct 49.66 \
    reg_top3 "ram (16384)" \
    lay_top_cells "16380 x edfxtp_1, 3890 x mux4_2, 2344 x buf_4" \
    vias 312700 \
    hold_viol_final 0 \
    period_needed_ns 53.03 \
    clk_pin_slew_ns 0.06 \
    cp_top_family "buffers and inverters" \
    holdBufCountCts 0 \
    place_hpwl_um 1214000 \
    wire_per_inst_um 39.91 \
    finalMaxSlewViolations 0 \
    synth_adder_area_share_pct 0 \
    port_buffers 53 \
    xor_area_share_pct 0 \
    setup-tns-final_ns 0 \
    cts_max_level 7 \
    num_io_pins 54 \
    ys_warn_count 1 \
    cts_setup_buffers 0 \
    seq_power_share_pct 52.2 \
    drc 0 \
    max_stage_delay_ns 0.89 \
    slew_headroom_pct 0.6782 \
    dr.pass1.iters 6 \
    wirelength_um 1965000 \
    intPower_uw 10640 \
    fp_util_pct 50.18 \
    synth_top_flop_cell "edfxtp_1" \
    cts_tree "done" \
    p_sw_uw 2921 \
    comb_power_share_pct 5.4 \
    yosys-stat-cells 28440 \
    numCtsBuffers 1723 \
    cts.sinks 16380 \
    worstPathCellList "buf_16 -> buf_4 -> buf_4 -> buf_4 -> buf_4 -> buf_4 -> buf_4 -> buf_4 -> buf_4 -> buf_4 -> mux2i_1 -> o221ai_1 -> o22ai_1 -> o21ai_0 -> and3_1 -> nand3_1 -> o211ai_1 -> buf_6 -> buf_4 -> clkdlybuf4s50_1" \
    ctsRootBufferMaster "clkbuf_16" \
    antenna_found_initial 196 \
    grt.total_usage_pct 35.40 \
    grt_pass1_wl_um 2702000 \
    chipArea_sq_um 1268000 \
    grt_max_degree 125 \
    place_congestion 0.9274 \
    synth-edff-count 16380 \
    cp.arrival_ns 31.67 \
    grt-ovfl-total 0 \
    coreArea_sq_um 1259000 \
    ys_seq_share_pct 77.85 \
    cts_resized 0 \
    path_buffers 13 \
    ys_async_sr_fraction_pct 0 \
    synthToLayoutAreaGrowth_pct 13.72 \
    worst_pin_slew_ns 1.490 \
    postSynthCellCount 28440 \
    hold_class "in2reg" \
    rsz0062_at_grt "false" \
    drt.antenna.violating_nets 0 \
    synth.distinct_cells 75 \
    yosys.area_share.aoi_pct 2.335 \
    cts_buffer_depth 6 \
    rows 412 \
    ys_sh_simple_pct 1.839 \
    required_ns 85.44 \
    first_global_vias 341500 \
    crit_fanout 49 \
    die_w_um 1126 \
    max_freq_mhz 18.86 \
    warnings 75 \
    die_h_um 1126 \
    largest_reg_flops 16380 \
    setup_violations 0 \
    synth_area_sq_um 632000 \
    switching_share_pct 21.54 \
    power_leakage_uw 0.2270 \
]
## synthesized netlist by cell type (all sizes together) (7+ instances only)
cell,count,area [sq um]
o221ai,481,4213
a2111oi,16,140.1
buf,1148,8411
a221oi,61,534.3
a211o,14,122.6
or3,11,68.82
clkbuf,601,2256
mux4,3890,87610
o22a,7,61.31
nor3b,8,60.06
nor4,34,212.7
a22oi,77,578.1
mux2i,1451,14520
o22ai,399,2496
nand4,40,250.2
edfxtp,16380,492000
nand2b,17,106.4
mux2,70,788.3
a22o,20,175.2
a21oi,405,2027
nor3,170,850.8
o32ai,10,87.58
o311a,9,90.09
a31oi,103,644.4
nor2,1213,4553
and2,44,275.3
o21a,7,52.55
a21o,11,82.58
o311ai,17,148.9
nand2,855,3209
inv,7,26.27
and3,80,500.5
a32oi,49,429.2
or4,8,60.06
o211ai,36,270.3
nor2b,21,131.4
o21ai,242,1211
a311oi,47,411.6
a211oi,60,450.4
o31ai,10,75.07
nand3,222,1111
## cells by family (layout without fill, tap and decap cells)
kind of cell | count (synthesis) | after routing
AND-OR/OR-AND | 2131 | 2131
buffers and inverters | 1757 | 5509
flip-flops | 16380 | 16380
multiplexers | 5411 | 5411
other | 0 | 275
AND/OR/NAND/NOR | 2752 | 2752
## path summary, 6_finish.rpt
check,start,end,slack (ns),depth (start not counted)
worst max-delay path,i_read_address[0],o_data[10],53.77,20
worst min-delay path,i_data[1],ram[761][1],20.49,1
## power by group through the flow
stage / Combinational, uW / Clock (uW) / Sequential (uW)
5_1_grt: 761 / 6040 / 7070
6_report: 729 / 5750 / 7080
4_1_cts: 721 / 5810 / 7080
## metal layers
layer	vias to the layer above	track usage [%]	wire, um
met4	249	15.44	112500
li1	125900	-	-
met5	-	7.106	10260
met3	4106	34.02	443700
met2	24900	46.24	872300
met1	157500	39.06	526000
## layout make-up
| cell class | instances | area, sq um |
|---|---|---|
| Multi-Input combinational cell | 10290 | 132300 |
| Clock inverter | 963 | 8354 |
| Inverter | 8 | 67.56 |
| Fill cell | 88970 | 540700 |
| Tap cell | 16770 | 20980 |
| Sequential cell | 16380 | 492000 |
| Clock buffer | 2089 | 45040 |
| Timing Repair Buffer | 2449 | 19280 |
| Antenna cell | 275 | 688.2 |
## stage by stage
| step | utilization, % | worst slack [ns] | power, uW | cell area [sq um] | instances |
|---|---|---|---|---|---|
| floorplan | - | 61.47 | 7559 | 632000 | 28440 |
| global placement | 52.76 | 53.01 | 7924 | 664400 | 45890 |
| detailed placement | 52.77 | 53.73 | 7932 | 664600 | 45900 |
| CTS | 57.01 | 53.70 | 13610 | 718000 | 48950 |
| global route | 57.04 | 53.25 | 13880 | 718300 | 49060 |
| finish | 57.07 | 53.77 | 13560 | 718700 | 49230 |
No activity file was given, so power comes from the tool's default toggle rates.
